## design/flow/design.v

```verilog
module top_module(
	input logic clk, 
	input logic load, 
	input logic [9:0] data, 
	output logic tc
);
    logic [9:0] counter;
    always_ff @(posedge clk) begin
        if(load) begin
            counter <= data;
        end
        else if (counter) begin
            counter <= counter - 1;
        end
    end
    always_comb begin
        tc = (!counter);
    end
endmodule
```

## design/flow/run.sh

```bash
#!/bin/bash
# OpenROAD 26Q1-2900-gdf79404cd8, Yosys 0.63+post, stock flow scripts
make -C /OpenROAD-flow-scripts/flow DESIGN_CONFIG=/design/flow/config.mk WORK_HOME=/design/flow/orfs finish
```

## design/flow/config.mk

```make
export PLATFORM = sky130hd
export DESIGN_NAME = top_module
export DESIGN_NICKNAME = top_module
export VERILOG_FILES = /design/flow/design.v
export SDC_FILE = /design/flow/constraint.sdc
export NUM_CORES = 4
export LEC_CHECK = 1
export CORE_AREA = 10 10 83 83
export DIE_AREA = 0 0 93 93
```

## design/flow/constraint.sdc

```tcl
current_design top_module

set clk_period 5.1
set clk_io_pct 0.2

create_clock -name clk0 -period $clk_period [get_ports {clk}]

set non_clock_inputs [all_inputs -no_clocks]
set_input_delay [expr $clk_period * $clk_io_pct] -clock clk0 $non_clock_inputs
set_output_delay [expr $clk_period * $clk_io_pct] -clock clk0 [all_outputs]
```

==> notes.md <==
Notes on the physical implementation.

- The chip area line of the yosys report is a little under 600 sq um, for reference.
- The routed layout reports a DRC error count of 0.
- The sort of element at the start of the critical path is a flop, for reference.
- The number of diodes added for antenna fixing is 0, for reference.
- Before any placement, the netlist area is recorded as 581.8 sq um.
- The required time at the worst endpoint is listed as a little over 4 ns.
- The first global-routing pass estimated ~2400 um of wire.
- The cell leakage power is roughly 0.26 nW, for reference.
- sky130_fd_sc_hd__edfxtp_1 takes more of the synthesized area than any other cell.
- Dividing the final minimum period by the clock period gives 0.6945.
- The cell sitting at the root of the clock tree is a sky130_fd_sc_hd__clkbuf_8.
- The top-level port count is 13, for reference.
- In this run, post-CTS hold repair placed 0 buffers.
- Summing over every cut layer, the via total after detailed routing is around 480.
- The count of cells resized by post-cts repair is 0, for reference.
- Per the run summary, max-cap violations total 0.
- The top achievable clock speed is ~280 MHz, for reference.
- In this run the post-CTS setup repair buffer count came out at 0.
- The largest register by flop count is counter, for reference.
- In this run, CTS created clock tree buffers numbering 3.
- The count of nets left with antenna violations once routing finished came out at 0.
- The final routed wirelength across all metal layers is between 1000 and 1500 um, for reference.
- The synthesized design contains 10 enable-type register cells.
- After routing, the total negative slack on setup checks comes to 0 ns.
- Per Yosys stat, the portion of area used by sequential elements is 0.5161.
- The leftover overflow at the end of global routing is 0, for reference.
- The worst setup path is captured at an output pin.
- The die is just over 90 um wide.
- The global routing report lists combined usage of all routing layers as 0.03404.
- In this run the tools logged warnings totalling 25.
- The pre-CTS setup check shows a worst slack of 1.791 ns.
- The routed design shows a via density per instance of roughly 3.4.
- The count of routing violations after the opening detailed-route iteration is 40, for reference.
- The maximum number of pins on one net before global-route repair is 13, for reference.
- The launch point of the worst register-to-register path is recorded as counter[0].
- In the setup report, the worst path falls into the class reg2out.
- The synthesis report lists the most area-consuming cells as sky130_fd_sc_hd__edfxtp_1, sky130_fd_sc_hd__a31oi_1, sky130_fd_sc_hd__or4_1.
- After floorplanning, the core was sized to cover between 5000 and 6000 sq um.
- The clock transition at the registers of the reported paths is ~0.04 ns, for reference.
- STA lists the maximum fanout along the critical path as 6.
- TritonRoute output was used to compute an average wire per cell of approximately 10 um.
- The total of buffers placed on input and output ports is 12, for reference.
- The number of standard cells after synthesis is between 50 and 60, for reference.
- In the final report, the number of hold violations comes to 0.
- The initial antenna violation count is 0, for reference.
- The effective utilization at floorplan is 0.1132, for reference.
- The flow ran to the end, and the final reports show no timing, DRC or antenna violations.
- At the later pin of the worst-skew pair, clock insertion delay measures 0.23 ns.
- TritonCTS built the clock tree.
- On the final layout, the worst clock skew is roughly 0.0065 ns.
- The filler cell count in the final layout is 597, for reference.
- The number of levels in the clock H-tree is 1, for reference.
- The maximum root-to-sink buffer count is 2, for reference.
- Measured against its own limit, the worst slew margin works out to 0.6997.
- The number of sinks driven by the clock tree is 10, for reference.
- The number of synthesized register bits is 10, for reference.
- The most frequently used cell type in the post-synthesis netlist is sky130_fd_sc_hd__edfxtp_1, for reference.
- The number of global-route vias before repair is 482.
- Setup slack on the worst reg-to-reg path comes out at ~2.5 ns.
- Setup slack closes at 1.558 ns.
- The worst setup path startpoint is counter[0], for reference.
- The worst min-delay path category is reg2reg, for reference.
- The synthesis run shows the most used standard cells to be sky130_fd_sc_hd__edfxtp_1, sky130_fd_sc_hd__nor2_1, sky130_fd_sc_hd__a31oi_1, sky130_fd_sc_hd__nand2_1, sky130_fd_sc_hd__o21ai_0.
- The worst-case IR drop observed on VDD is about 0.00012 V.
- For this run, the number of Yosys warnings is 1.
- After floorplanning, the core was divided into 26 placement rows.
- The register with the most flip-flops in the layout has 10 of them.
- The smallest clock period supported by the final layout is computed as around 3.5 ns.
- Setup repair after global routing left no endpoint under its margin.
- The post-DP HPWL is 1079 um, for reference.
- Per the run report, area growth between synthesis and finish was 41.51%.
- Per the finish-stage timing summary, setup violations number 0.
- Routability-driven placement finished with a final weighted congestion of approximately 0.8.
- The final max-slew violation count recorded for this run is 0.
- The die span in y is just over 90 um, for reference.
- Yosys stat counts approximately 57 cells in the synthesized netlist.
- A synthesized cell averages 10.21 sq um.
- The length in cells of the worst reg-to-reg path is 5, for reference.
- The area enclosed by the die boundary is roughly 8600 sq um, for reference.
- The fraction of layout cells with a size suffix above 1 is 0.1143, for reference.
- Data arrives at the worst endpoint at 2.52 ns.
- Per the synth stats, the flop cell with the highest instance count is sky130_fd_sc_hd__edfxtp_1.
- The synthesized netlist contains 20 unique library cells.
- At the pin with the least slew margin, the transition time is 0.4504 ns.
- The largest registers in the layout are counter: 10 flops.
- Before antenna repair, the detailed router went through 4 iterations.
- In this run the critical register-to-register path is captured at counter[2].
- The power per cell area is roughly 280 nW/um^2, for reference.
- Following the worst setup path forward leads to its endpoint at tc.
- The fraction of post-synthesis cell area in the top cell type by area is 0.5161, for reference.
- Counting flops with an async set or reset pin after synthesis yields a share of 0.
[worst min path at each step]
stage | start | end | cells after the start
4_1_cts | counter[7] | counter[7] | 2
5_1_grt | counter[7] | counter[7] | 2
6_report | counter[7] | counter[7] | 2
[through the flow]
step | utilization | power (mW) | hold slack [ns] | area, sq um | instances
final | 0.1602 | 0.2307 | 0.6710 | 823.3 | 140
after global routing | 0.1602 | 0.2463 | 0.7188 | 823.3 | 140
after CTS | 0.1602 | 0.2331 | 0.6747 | 823.3 | 140
after detailed placement | 0.1521 | 0.1505 | 0.6610 | 782.0 | 137
after global placement | 0.1521 | 0.1497 | 0.6492 | 782.0 | 137
after floorplan | - | 0.1344 | 0.6072 | 581.8 | 57
[layer usage]
metal | global-route usage | wire length (um) | part of all wire | vias up
li1 | - | - | - | 246
met1 | 0.04980 | 743 | 0.52 | 212
met2 | 0.04498 | 568 | 0.40 | 18
met3 | 0.01454 | 79 | 0.055 | 2
met4 | 0.007712 | 37 | 0.026 | 0
met5 | 0 | 0 | 0 | -
[cells by family (layout without fill, tap and decap cells)]
group,Yosys count,in the layout,synth area share
AND/OR/NAND/NOR,23,23,0.2301
buffers and inverters,6,19,0.03871
adder cells (fa/ha/maj),1,1,0.02150
XOR/XNOR,2,2,0.03011
AND-OR/OR-AND,15,15,0.1634
flip-flops,10,10,0.5161
[final cells by class]
class	instances	area, sq um	share of cell area
Clock buffer	3	41.29	0.05015
Inverter	4	15.01	0.01824
Multi-Input combinational cell	41	259.0	0.3146
Sequential cell	10	300.3	0.3647
Tap cell	70	87.58	0.1064
Timing Repair Buffer	12	120.1	0.1459
[where the power goes]
part           leakage, nW  switching, mW  total [mW]  internal [mW]
logic                0.136         0.0158      0.0360         0.0201
registers            0.105         0.0109       0.114          0.103
clock network       0.0216         0.0292      0.0808         0.0516
[layout by cell type, fill, tap and decap left out, drive strengths merged]
cell           instances
a31oi                  5
clkbuf                 3
clkdlybuf4s50         12
edfxtp                10
ha                     1
inv                    4
nand2                  5
nand3                  1
nor2                   6
nor3                   1
o211ai                 1
o21ai                  5
o31ai                  3
o41ai                  1
or2                    1
or3                    3
or4                    5
or4b                   1
xnor2                  2
[critical path, stage by stage (launching register included)]
cell                              delay, ns
sky130_fd_sc_hd__edfxtp_1              0.44
sky130_fd_sc_hd__inv_1                 0.09
sky130_fd_sc_hd__ha_1                  0.19
sky130_fd_sc_hd__or4b_4                0.50
sky130_fd_sc_hd__or4_4                 0.50
sky130_fd_sc_hd__nor2_1                0.10
sky130_fd_sc_hd__clkdlybuf4s50_1       0.47
Power is estimated from default activity; no workload was simulated.
